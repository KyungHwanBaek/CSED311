### flow/config.mk
export PLATFORM = sky130hd
export DESIGN_NAME = gshare
export DESIGN_NICKNAME = gshare
export VERILOG_FILES = /design/flow/design.v
export SDC_FILE = /design/flow/constraint.sdc
export NUM_CORES = 4
export LEC_CHECK = 1
export CORE_UTILIZATION = 40
### flow/constraint.sdc
current_design gshare

set clk_period 42.8
set clk_io_pct 0.2

create_clock -name clk0 -period $clk_period [get_ports {clk}]

set non_clock_inputs [all_inputs -no_clocks]
set_input_delay [expr $clk_period * $clk_io_pct] -clock clk0 $non_clock_inputs
set_output_delay [expr $clk_period * $clk_io_pct] -clock clk0 [all_outputs]
### flow/design.v
module gshare(
    input reset,
    input clk,
    input is_branch,
    input is_jal,
    input is_jalr,
    input [31:0] actual_branch_target,
    input actual_taken,
    input prediction_correct,
    input [4:0] pht_update_index,
    input [31:0] current_pc,
    input [31:0] ID_EX_pc,
    output reg [4:0] pht_index,
    output reg [31:0] next_pc
);
    reg [1:0] pht [0:31]; 
    reg [4:0] bhsr;
    reg [24:0] tag_table [0:31];
    reg [31:0] btb [0:31];
    wire [4:0] btb_idx_read = current_pc[6:2];
    wire [24:0] tag_current = current_pc[31:7];
    wire [4:0]  pht_idx_comb = bhsr ^ btb_idx_read;
    wire [31:0] branch_target = btb[btb_idx_read];
	wire [4:0] btb_idx_write = ID_EX_pc[6:2];
    wire tag_match = (tag_current == tag_table[btb_idx_read]);
    wire pht_pred_bit  = pht[pht_idx_comb][1];
    wire gshare_taken  = pht_pred_bit & tag_match;
    always @(*) begin
        pht_index = pht_idx_comb;
    end
    integer i;
    always @(posedge clk) begin
        if (reset) begin
            bhsr <= 5'd0;
            for (i = 0; i < 32; i = i + 1) begin
                pht[i] <= 2'b11;
                tag_table[i] <= 25'h1FFFFFF;
                btb[i] <= 32'b0;
            end
        end
        else begin
            if ((is_branch && ~prediction_correct && actual_taken) || ((is_jal | is_jalr) && ~prediction_correct))
				begin
					btb[btb_idx_write] <= actual_branch_target;
					tag_table[btb_idx_write] <= ID_EX_pc[31:7];
				end
            if ( (is_branch | is_jal | is_jalr) ) begin
                if (actual_taken) begin
                    if (pht[pht_update_index] != 2'b11)
                        pht[pht_update_index] <= pht[pht_update_index] + 2'b01;
                end
                else begin
                    if (pht[pht_update_index] != 2'b00)
                        pht[pht_update_index] <= pht[pht_update_index] - 2'b01;
                end
            end
            if (is_branch)
                bhsr <= {actual_taken, bhsr[4:1]};
        end
    end
    always @(*) begin
        next_pc = gshare_taken ? branch_target: (current_pc + 4);
    end
endmodule
### flow/run.sh
#!/bin/bash
# OpenROAD 26Q1-2900-gdf79404cd8, Yosys 0.63+post, stock flow scripts
make -C /OpenROAD-flow-scripts/flow DESIGN_CONFIG=/design/flow/config.mk WORK_HOME=/design/flow/orfs finish
==> reports/summary.json <==
{
  "status": {"value": "complete, no violations"},
  "ys_dominant_reg_cell": {"value": "sky130_fd_sc_hd__edfxtp_1"},
  "synth_flop_count": {"value": 1893},
  "postSynthAreaPerCell": {"value": 15.5, "unit": "um^2"},
  "chip_area": {"value": 220000, "unit": "um^2"},
  "cellPowerDensity": {"value": 42.2, "unit": "nW/um^2"},
  "fmaxAchievable": {"value": 41.7, "unit": "MHz"},
  "count_of_flip_flops_with_a_built_in_enable_after_synthesis": {"value": 1888},
  "cts_tree": {"value": "yes"},
  "pin_count": {"value": 145},
  "number_of_setup_buffers_added_after_cts": {"value": 0},
  "vdd.ir_drop.worst": {"value": 0.0000368, "unit": "V"},
  "via_total_after_detailed_routing": {"value": 49700},
  "num-fill-cells": {"value": 18300},
  "cp_peak_stage_delay": {"value": 0.68, "unit": "ns"},
  "grt_overflow": {"value": 0},
  "first_pass_grt_wire_length": {"value": 383000, "unit": "um"},
  "finalCritPeriodShare": {"value": 56.0, "unit": "%"},
  "regToRegEndpoint": {"value": "pht[14][1]"},
  "ys_sh_mux": {"value": 14.7, "unit": "%"},
  "largest_net_degree_at_the_start_of_global_routing": {"value": 80},
  "lay_top_cells": {"value": "sky130_fd_sc_hd__edfxtp_1 (1888), sky130_fd_sc_hd__and2_1 (1044), sky130_fd_sc_hd__or3_1 (803)"},
  "worst_margin_pin_slew": {"value": 1.02, "unit": "ns"},
  "hold_path_depth": {"value": 2},
  "whs": {"value": 0.521, "unit": "ns"},
  "gp_routability_congestion": {"value": 0.945},
  "drive_above_1_share": {"value": 18.2, "unit": "%"},
  "dp.cells": {"value": 8227},
  "fin_skew": {"value": 0.0455, "unit": "ns"},
  "ys_cells": {"value": 5632},
  "mostFrequentLayoutCell": {"value": "sky130_fd_sc_hd__edfxtp_1"},
  "first_global_vias": {"value": 52800},
  "cp_max_fo": {"value": 62},
  "gate_count_of_the_mapped_netlist": {"value": 5632},
  "insertion_delay": {"value": 0.87, "unit": "ns"},
  "cts_repair_resized_insts": {"value": 0},
  "openroad.warnings": {"value": 28},
  "final-comb-area": {"value": 28400, "unit": "um^2"},
  "cts_root_buffer": {"value": "sky130_fd_sc_hd__clkbuf_16"},
  "numPortBuffers": {"value": 142},
  "yosysSeqAreaShare": {"value": 65.0, "unit": "%"},
  "netlist.top_cell.by_area": {"value": "sky130_fd_sc_hd__edfxtp_1"},
  "max-slew-margin-rel": {"value": 31.8, "unit": "%"},
  "ant_nets": {"value": 0},
  "synthTopCellsByArea": {"value": "sky130_fd_sc_hd__edfxtp_1 (65%), sky130_fd_sc_hd__mux4_2 (12%), sky130_fd_sc_hd__and2_1 (7.5%), sky130_fd_sc_hd__or3_1 (5.8%), sky130_fd_sc_hd__mux2i_1 (2.3%)"},
  "cts-root-to-sink-buffers": {"value": 3},
  "final_instance_area": {"value": 98000, "unit": "um^2"},
  "hold_viol": {"value": 0},
  "fin_tns_setup": {"value": 0, "unit": "ns"},
  "critical_path_required": {"value": 34.24, "unit": "ns"},
  "number_of_distinct_library_cell_variants_in_the_gate_level_netlist_after_synthesis": {"value": 61},
  "post_detailed_route_via_to_cell_ratio": {"value": 5.78},
  "syn_area": {"value": 87400, "unit": "um^2"},
  "async_reset_ff_share": {"value": 0, "unit": "%"},
  "yosysChipArea": {"value": 87400, "unit": "um^2"},
  "routed_wirelength": {"value": 267000, "unit": "um"},
  "yosys.area_share.simple": {"value": 15.0, "unit": "%"},
  "antenna_found_initial": {"value": 19},
  "die_width": {"value": 469, "unit": "um"},
  "die_h": {"value": 469, "unit": "um"},
  "rr_startpoint": {"value": "pht[19][0]"},
  "timing.reg2reg.setup_slack": {"value": 39.02, "unit": "ns"},
  "ys_sh_aoi": {"value": 1.73, "unit": "%"},
  "area_growth_synth_to_finish": {"value": 12.2, "unit": "%"},
  "cts_max_level": {"value": 4},
  "post_synth_main_logic_family": {"value": "simple AND/OR/NAND/NOR gates"},
  "cellLeakagePower": {"value": 31.7, "unit": "nW"},
  "cts-buffers-inserted": {"value": 198},
  "finalNonFillerCells": {"value": 8599},
  "core_region_area": {"value": 217000, "unit": "um^2"},
  "cts.clk_slew.worst_paths": {"value": 0.05, "unit": "ns"},
  "half_perimeter_wire_length_of_the_detailed_placement_result": {"value": 152000, "unit": "um"},
  "category_of_the_worst_setup_path_launch_point": {"value": "input pin"},
  "ys_sh_adder": {"value": 0.0143, "unit": "%"},
  "cts_num_sinks": {"value": 1893},
  "cap_viol_max_count": {"value": 0},
  "std_cell_rows": {"value": 171},
  "grt_util_all_layers": {"value": 26.6, "unit": "%"},
  "hp-start": {"value": "bhsr[0]"},
  "holdCritPathClass": {"value": "reg2reg"},
  "worst_r2r_path_depth": {"value": 8},
  "cp-end-kind": {"value": "output pin"},
  "synth_xor_xnor_area_share": {"value": 0.581, "unit": "%"},
  "wire_per_inst": {"value": 31.1, "unit": "um"},
  "drt_first_pass_iters": {"value": 5},
  "dpl-instance-area": {"value": 91900, "unit": "um^2"},
  "final-seq-area": {"value": 56800, "unit": "um^2"},
  "yosysTopAreaCellShare": {"value": 64.9, "unit": "%"},
  "number_of_synthesis_warnings": {"value": 1},
  "drt-initial-drc-count": {"value": 3316},
  "worst-endpoint-arrival": {"value": 15.43, "unit": "ns"},
  "timing_worst_setup_path_type": {"value": "in2out"},
  "rsz_0062_raised_after_global_routing": {"value": "no"},
  "crit_top_cell": {"value": "sky130_fd_sc_hd__buf_4"},
  "layout.core_utilization": {"value": 45.1, "unit": "%"},
  "drv_slew": {"value": 0},
  "hold-path-endpoint": {"value": "bhsr[0]"},
  "drcViolationCount": {"value": 0},
  "initCoreUtil": {"value": 40.2, "unit": "%"},
  "setup_viol_count_final": {"value": 0},
  "crit_chain": {"value": "buf_8 -> buf_4 -> buf_4 -> buf_4 -> mux4_2 -> a22oi_1 -> nand4_1 -> xnor2_1 -> nand4_1 -> or4_4 -> nor4_4 -> buf_4 -> mux2i_1 -> clkdlybuf4s50_1"},
  "cp_slowest_cell": {"value": "sky130_fd_sc_hd__buf_4"},
  "finalWorstPathRequiredPeriod": {"value": 23.99, "unit": "ns"},
  "cts_hold_repair.buffers": {"value": 0}
}
==> worst max path at each step <==
| stage | start | endpoint | slack [ns] | cells past startpoint |
|---|---|---|---|---|
| 6_report | current_pc[3] | next_pc[10] | 18.81 | 14 |
| 5_1_grt | current_pc[3] | next_pc[10] | 18.73 | 14 |
| 4_1_cts | current_pc[3] | next_pc[10] | 18.92 | 14 |
==> cell type report <==
cell class	instances	share of cell area, %
inverters	9	0.0345
repair buffers	366	3.18
well taps	2854	3.64
clock buffers	262	5.32
multi-input cells	3105	29.0
flip-flops and latches	1893	58.0
diodes	14	0.0358
clock inverters	96	0.827
==> state kept, by name, indices dropped and copies added, names as in the netlist <==
| signal | count |
|---|---|
| tag_table | 800 |
| bhsr | 5 |
| pht | 64 |
| btb | 1024 |
==> cells in the mapped netlist (4+ instances only) <==
cell type                  number
sky130_fd_sc_hd__a211oi_1      19
sky130_fd_sc_hd__a21o_1        33
sky130_fd_sc_hd__a21oi_1       35
sky130_fd_sc_hd__a221oi_1       7
sky130_fd_sc_hd__a22o_1        14
sky130_fd_sc_hd__a22oi_1       46
sky130_fd_sc_hd__and2_1      1044
sky130_fd_sc_hd__and3_1         6
sky130_fd_sc_hd__buf_1         48
sky130_fd_sc_hd__buf_2         52
sky130_fd_sc_hd__buf_4         10
sky130_fd_sc_hd__buf_6          8
sky130_fd_sc_hd__clkbuf_1     507
sky130_fd_sc_hd__dfxtp_1        5
sky130_fd_sc_hd__edfxtp_1    1888
sky130_fd_sc_hd__inv_1          9
sky130_fd_sc_hd__mux2_1         6
sky130_fd_sc_hd__mux2i_1      197
sky130_fd_sc_hd__mux4_2       480
sky130_fd_sc_hd__nand2_1      103
sky130_fd_sc_hd__nand2b_1       4
sky130_fd_sc_hd__nand3_1       30
sky130_fd_sc_hd__nand3b_1       7
sky130_fd_sc_hd__nand4_1       16
sky130_fd_sc_hd__nor2_1        61
sky130_fd_sc_hd__nor2b_1        5
sky130_fd_sc_hd__nor3_1         8
sky130_fd_sc_hd__nor3b_1        5
sky130_fd_sc_hd__o211ai_1       5
sky130_fd_sc_hd__o21ai_0        5
sky130_fd_sc_hd__o221ai_1      19
sky130_fd_sc_hd__o22ai_1       13
sky130_fd_sc_hd__or2_2         34
sky130_fd_sc_hd__or3_1        804
sky130_fd_sc_hd__xnor2_1       31
sky130_fd_sc_hd__xor2_1        27
==> cell families after synthesis <==
| family | after synthesis |
|---|---|
| AND-OR/OR-AND | 208 |
| XOR/XNOR | 58 |
| adder cells (fa/ha/maj) | 1 |
| buffers and inverters | 634 |
| flip-flops | 1893 |
| multiplexers | 686 |
| AND/OR/NAND/NOR | 2152 |
==> stage by stage <==
| stage | worst slack (ns) | total power, W |
|---|---|---|
| 4_1_cts | 18.92 | 0.00416 |
| 3_3_place_gp | 18.93 | 0.00254 |
| 2_1_floorplan | 22.48 | 0.00239 |
| 3_5_place_dp | 18.92 | 0.00255 |
| 6_report | 18.81 | 0.00413 |
| 5_1_grt | 18.73 | 0.00426 |
==> routing by layer <==
| layer | up-vias | wire length, um | GRT usage [%] |
|---|---|---|---|
| li1 | 21400 | - | - |
| met1 | 24700 | 86000 | 31.4 |
| met2 | 3049 | 126000 | 39.2 |
| met3 | 598 | 40100 | 17.4 |
| met4 | 21 | 14500 | 11.1 |
| met5 | - | 667 | 2.12 |
==> power breakdown <==
part | switching [W] | internal [W]
logic | 0.000231 | 0.000129
registers | 0.0000223 | 0.00213
clock network | 0.000722 | 0.000899
total | 0.000975 | 0.00316
==> worst max-delay path: cells and delay by family <==
kind                      cells  cell delay (ns)
and+or+nand+nor               4             1.46
xor gates and xnor gates      1             0.34
AOI/OAI and AO/OA             1             0.29
buffers and inverters         6             3.50
muxes                         2             1.00
No activity file was given, so power comes from the tool's default toggle rates.
