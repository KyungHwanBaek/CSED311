==> design/flow/run.sh <==
#!/bin/bash
# OpenROAD 26Q1-2900-gdf79404cd8, Yosys 0.63+post, stock flow scripts
make -C /OpenROAD-flow-scripts/flow DESIGN_CONFIG=/design/flow/config.mk WORK_HOME=/design/flow/orfs finish
==> design/flow/config.mk <==
export PLATFORM = sky130hd
export DESIGN_NAME = alu
export DESIGN_NICKNAME = alu
export VERILOG_FILES = /design/flow/design.v
export SDC_FILE = /design/flow/constraint.sdc
export NUM_CORES = 4
export LEC_CHECK = 1
export CORE_UTILIZATION = 30
==> design/flow/constraint.sdc <==
current_design alu

set clk_period 19.6
set clk_io_pct 0.2

create_clock -name clk0 -period $clk_period

set non_clock_inputs [all_inputs -no_clocks]
set_input_delay [expr $clk_period * $clk_io_pct] -clock clk0 $non_clock_inputs
set_output_delay [expr $clk_period * $clk_io_pct] -clock clk0 [all_outputs]
==> design/flow/design.v <==
module alu(
    input [3:0] alu_op_out,
    input [31:0] alu_in_1,   		
    input [31:0] alu_in_2,  		
    output reg [31:0] alu_result,   
    output reg alu_bcond   			
);
always @(*) begin
    alu_result = 0;
    alu_bcond = 0;
    case (alu_op_out)
		4'b0000: alu_result = alu_in_1 + alu_in_2;
		4'b0001: alu_result = alu_in_1 - alu_in_2;
		4'b0010: alu_result = alu_in_1 << alu_in_2[4:0];
		4'b0011: alu_result = alu_in_1 ^ alu_in_2;
		4'b0100:  alu_result = alu_in_1 | alu_in_2;
		4'b0101: alu_result = alu_in_1 & alu_in_2;
		4'b0110: alu_result = alu_in_1 >> alu_in_2[4:0];
		4'b1000: alu_bcond = (alu_in_1 == alu_in_2) ? 1 : 0;
		4'b1001: alu_bcond = (alu_in_1 != alu_in_2) ? 1 : 0;
		4'b1010: alu_bcond = ($signed(alu_in_1) < $signed(alu_in_2)) ? 1 : 0;
		4'b1011: alu_bcond = ($signed(alu_in_1) >= $signed(alu_in_2)) ? 1 : 0;
        default: begin
            alu_result = 32'b0;
            alu_bcond  = 1'b0;
        end
    endcase
end
endmodule
==> flow_summary.json <==
{
  "ios": 101,
  "worst_setup_path_start_kind": "input port",
  "drc_errors": 0,
  "hp-class": "in2out",
  "fin_util_pct": 35.45,
  "seq_area_um2": 0,
  "diodes": 0,
  "fin_tns_setup_ns": 0,
  "io_buffers": 101,
  "crit_required_ns": 15.68,
  "hold-path-cell-count": 4,
  "crit_type": "in2out",
  "core_area_mm2": 0.02635,
  "die-area_mm2": 0.02784,
  "grt_use_total_pct": 28.55,
  "dieWidth_um": 166.9,
  "synth_seq_share_pct": 0,
  "dr.pass1.iters": 6,
  "fillers": 2854,
  "worstHoldEndpoint": "alu_result[28]",
  "nClkBuffers": 0,
  "cap_violations": 0,
  "drtAntennaViolNets": 0,
  "power_density_mw_per_mm2": 29.53,
  "post_cts_resized": 0,
  "yosys_cells": 1265,
  "grt_pass1_vias": 9393,
  "area_growth_pct": 14.58,
  "wire_per_inst_um": 24.58,
  "ys_area_mm2": 0.008153,
  "final-hold-violation-count": 0,
  "endpoint_kind": "output pin",
  "via_count": 9855,
  "max_slew.worst_pin.slew_ns": 0.9087,
  "cts_setup_buffers": 0,
  "flop-count": 0,
  "grt_start_max_net_pins": 67,
  "finalCritPeriodShare_pct": 62.07,
  "syn_area_mm2": 0.008153,
  "die-height_um": 166.9,
  "cts_hold_buf": 0,
  "crit_fanout": 55,
  "synth_cells": 1265,
  "grt_overflow_total": 0,
  "drive_gt1_share_pct": 5.796,
  "setup_viol": 0,
  "antenna_found_initial": 0,
  "status": "finished, final reports clean",
  "place_hpwl_um": 32610,
  "finalCriticalPeriod_ns": 12.17,
  "grt_pass1_wl_um": 59460,
  "peakVddDrop_mv": 0.008840,
  "avgViaCountPerCell": 6.050,
  "gp_congestion": 1.039,
  "dr.first_iter.drc_count": 1009,
  "power.total_uw": 275.8,
  "cp.arrival_ns": 8.25,
  "relSlewSlack_pct": 39.42,
  "rows": 59,
  "wirelength_um": 40040,
  "yosys_warnings": 1,
  "syn_avg_cell_area_um2": 6.445,
  "rsz0062_at_grt": "false",
  "initCoreUtil_pct": 30.94,
  "yosys.cell_types.count": 82,
  "p_leak_nw": 3.958,
  "tool_warnings": 110,
  "hold_start": "alu_op_out[0]",
  "fmax_ghz": 0.08219,
  "slew_violations": 0
}
placed cells by master, fill, tap and decap left out, types with 11 or more instances in the layout:
cell,count
a22oi_1,26
or3_1,12
nand2b_1,26
a211oi_1,21
xnor2_1,20
a21o_1,16
ha_1,110
nand3_1,19
o21ai_1,13
a221oi_1,13
mux2_2,16
o22ai_1,17
nand2_1,107
o211ai_1,29
o21ai_0,128
a21oi_1,112
inv_1,90
nor2_1,120
buf_4,20
mux2i_1,71
clkdlybuf4s50_1,96
nor2b_1,11
nor3_1,27
report_power, final:
group / switching [mW] / leakage, nW / total (mW) / internal [mW]
Combinational: 0.172 / 3.96 / 0.276 / 0.103
Clock: 0 / 0 / 0 / 0
Sequential: 0 / 0 / 0 / 0
Total: 0.172 / 3.96 / 0.276 / 0.103
critical path, cell delays in order:
cell and delay (ns):
buf_2 0.49, buf_4 0.60, ha_1 0.30, fa_1 0.21
nor2_1 0.07, o211ai_1 0.30, a21oi_1 0.20, o31ai_2 0.41
o21bai_1 0.19, a31oi_1 0.52, mux2i_1 0.17, xor2_1 0.17
o211ai_1 0.18, clkdlybuf4s50_1 0.49
synthesized netlist by cell type (5+ instances only):
master     number  area, µm²
o211ai_1       29      217.7
a221oi_1       13      113.9
nor2b_1        11      68.82
or3_1          12      75.07
nand2_1       107      401.6
mux2_2         16      180.2
buf_1          13      48.80
nand2b_1       26      162.7
a211o_1         5      43.79
or2_2           6      37.54
mux2i_1        71      710.7
o221ai_1        9      78.83
o21ai_0       128      640.6
nor3_1         30      150.1
ha_1          110       1376
o31ai_1         8      60.06
a22oi_1        26      195.2
xnor2_1        20      175.2
inv_1          91      341.6
xor2_1          6      52.55
nand3_1        19      95.09
a21o_1         16      120.1
a31oi_1         9      56.30
a211oi_1       21      157.7
nand4_1         9      56.30
nor4_1          8      50.05
o21bai_1        9      67.56
nor2_1        120      450.4
a21oi_1       112      560.5
o21ai_1        13      65.06
o2111ai_1       8      70.07
o211a_1         5      50.05
o22ai_1        17      106.4
clkbuf_1       56      210.2
o21a_1          9      67.56
buf_2          20      100.1
cell type report:
cell class	count	area (µm²)	area share [%]
repair buffers	121	1136	12.16
well taps	335	419.2	4.487
multi-input cells	1077	7426	79.49
inverters	96	360.3	3.857
per-stage QoR:
step / setup slack (ns) / hold WS [ns] / instances / area (µm²)
after global placement: 7.580 / 8.706 / 1629 / 9341
after detailed placement: 7.531 / 8.692 / 1629 / 9341
after floorplan: 9.040 / 8.003 / 1265 / 8153
after global routing: 7.157 / 8.733 / 1629 / 9341
final: 7.433 / 8.691 / 1629 / 9341
after CTS: 7.536 / 8.693 / 1629 / 9341
worst max path at each step:
stage	startpoint	to	slack (ns)	cells after the start
after CTS	alu_in_2[0]	alu_result[26]	7.54	14
after global routing	alu_in_2[0]	alu_result[26]	7.16	14
final	alu_in_2[0]	alu_result[26]	7.43	14
kinds of logic after synthesis:
kind of cell	share of synthesized area (%)
mux	11.66
fa+ha+maj	17.37
simple gates	21.62
buf+inv	9.101
compound gates	37.45
xor+xnor	2.793
routing by layer:
layer | GRT usage (%) | part of all wire, %
met5 | 0 | 0
met3 | 4.696 | 7.3
met1 | 41.19 | 46
met2 | 42.61 | 43
met4 | 10.27 | 3.9
Power figures rest on the tool's default switching activity, not on a simulated workload.
