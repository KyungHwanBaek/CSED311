### /design/flow/config.mk
export PLATFORM = sky130hd
export DESIGN_NAME = ALU
export DESIGN_NICKNAME = ALU
export VERILOG_FILES = /design/flow/design.v
export SDC_FILE = /design/flow/constraint.sdc
export NUM_CORES = 4
export LEC_CHECK = 1
export CORE_UTILIZATION = 40
### /design/flow/constraint.sdc
current_design ALU

set clk_period 9.3
set clk_io_pct 0.2

create_clock -name clk0 -period $clk_period

set non_clock_inputs [all_inputs -no_clocks]
set_input_delay [expr $clk_period * $clk_io_pct] -clock clk0 $non_clock_inputs
set_output_delay [expr $clk_period * $clk_io_pct] -clock clk0 [all_outputs]
### /design/flow/design.v
module ALU #(parameter data_width = 16) (
	input [data_width - 1 : 0] A, 
	input [data_width - 1 : 0] B, 
	input [3 : 0] FuncCode,
       	output reg [data_width - 1: 0] C,
       	output reg OverflowFlag);
initial begin
	C = 0;
	OverflowFlag = 0;
end   	
	always @(*) begin
    	if(FuncCode == 4'b0000) begin
			C = A+B;
		 	OverflowFlag = (A[data_width-1] == B[data_width-1] && C[data_width-1]!= A[data_width-1]);
		end 
		else if(FuncCode == 4'b0001) begin
			C = A-B;
			OverflowFlag = (A[data_width-1] != B[data_width-1] && C[data_width-1] != A[data_width-1]);
		end 
		else if(FuncCode == 4'b0010) begin
			OverflowFlag = 0;
			C = A;
		end 
		else if(FuncCode == 4'b0011) begin
			OverflowFlag = 0;
			C = ~A;
		end 
		else if(FuncCode == 4'b0100) begin
		    OverflowFlag = 0;
			C = (A&B);
		end 
		else if(FuncCode == 4'b0101) begin
		    OverflowFlag = 0;
			C = (A|B);
		end 
		else if(FuncCode == 4'b0110) begin
		    OverflowFlag = 0;
			C = ~(A&B);
		end 
		else if(FuncCode == 4'b0111) begin
		    OverflowFlag = 0;
			C = ~(A|B);
		end 
		else if(FuncCode == 4'b1000) begin
		    OverflowFlag = 0;
			C = (A^B);
		end 
		else if(FuncCode == 4'b1001) begin
		    OverflowFlag = 0;
			C = ~(A^B);
		end 
		else if(FuncCode == 4'b1010) begin
		    OverflowFlag = 0;
			C = A<<1;
		end 
		else if(FuncCode == 4'b1011) begin
		    OverflowFlag = 0;
			C = A>>1;
		end 
		else if(FuncCode == 4'b1100) begin
		    OverflowFlag = 0;
			C = A<<<1;
		end 
		else if(FuncCode == 4'b1101) begin
		    OverflowFlag = 0;
			C = A>>>1;
		end 
		else if(FuncCode == 4'b1110)begin
		    OverflowFlag = 0;
			C = ~A + 1;
		end 
		else if(FuncCode == 4'b1111) begin
		    OverflowFlag = 0;
			C = 0;
		end
		else begin
		    OverflowFlag = 0;
			C = 0;
		end
	end
endmodule
### /design/flow/run.sh
#!/bin/bash
# OpenROAD 26Q1-2900-gdf79404cd8, Yosys 0.63+post, stock flow scripts
make -C /OpenROAD-flow-scripts/flow DESIGN_CONFIG=/design/flow/config.mk WORK_HOME=/design/flow/orfs finish
==> run notes <==
Reports from this run.

- The number of buffer cells added on primary ports reads 53.
- The clock buffer count in the final layout reads 0.
- The script extracted a total leakage power of around 1.9 nW.
- Yosys mapped the design onto 80 distinct sky130hd cell types.
- The count of nets left with antenna violations once routing finished came out at 0.
- The violation tally from detailed-route iteration zero reads roughly 340.
- The worst max-slew margin expressed relative to the limit reads 0.3980.
- The largest combinational cell category by area is AND-OR/OR-AND gates.
- The number of warning messages in the logs reads 63.
- The share of total power dissipated in sequential elements is 0.
- For met3 alone, demand over resource in global routing was 0.03177.
- The worst setup path is captured at a primary output.
- The area of the mapped netlist is around 4200 sq um.
- The fraction of synthesized cell area taken by the top area cell type is 0.1426.
- The met2 track demand over resource is 0.4489.
- The last timing report of the flow puts the setup violation total at 0.
- The half-perimeter wire length of the detailed placement result is around 11,000 um.
- The initial antenna violation count was 0.
- The main area contributors are ha_1, o21ai_0, a21oi_1, xnor2_1, nand2_1.
- For this run, the top clock speed supported by timing is roughly 130 MHz.
- The die extent in y reads 104.6 um.
- The share of cells above drive strength 1 is 0.06706.
- In the final routed layout, each cell accounts on average for 19.60 um.
- The highest ir drop seen on vdd is slightly above 30 uV.
- The adder and majority gate portion of the synthesized area is 0.1521.
- Global routing put the most usage on met2.
- Setup repair after global routing left no endpoint under its margin.
- The floorplan core area reads between 10,000 and 15,000 sq um.
- The minimum period implied by the final worst setup slack reads around 7700 ps.
- The compound-gate portion of the synthesized area reads 0.4387.
- The floorplan has 37 rows.
- The tally of max-capacitance violations is 0.
- The area fraction in and, or, nand and nor cells after synthesis reads 0.2165.
- The sequential element share of the synthesized area is 0.
- The arrival time at the worst endpoint reads ~5800 ps.
- Per the run report, area growth between synthesis and finish was 12.83%.
- The flow ran to the end, and the final reports show no timing, DRC or antenna violations.
- The startpoint kind of the worst setup timing path is an input port.
- Dividing total power by cell area gives a power density of a little under 60 nW/um^2.
- Post-CTS repair ended up resizing 0 cells.
- The actual transition at the worst max-transition pin reads between 900 and 1000 ps.
- The analysis attributes to net switching a power of around 160 uW.
- The total count of max-transition violations in the final report is 0.
- The relative contribution of combinational cells to total power reads 1.000.
- The floorplan report gives the top-level pin count as between 50 and 60.
- The area enclosed by the die boundary is around 11,000 sq um.
- The final weighted congestion in routability-driven placement is 0.9871.
- The share of total power consumed by net switching reads 0.5645.
- The number of hold buffers added after CTS reads 0.
- The critical path class is input port to primary output.
- The sequential cell area is 0 sq um.
- The first-pass iteration count of the detailed router is 7.
- The most critical min-delay path falls under input port to primary output.
- The cell count after synthesis is between 600 and 700.
- The final setup TNS reads 0 ps.
- The xor-xnor portion of the synthesized cell area reads 0.07900.
- The largest fanout on the critical path is 10.
- The final antenna diode count is 0.
- The synth_stat.txt file lists the number of cells as about 660.
- The horizontal die size is around 100 um.
- The share of the cycle needed by the critical path after routing reads 0.8229.
- The count of filler cells inserted in the layout is 1,100.
- The sequential cell count reads 0.
- According to the timing report, the data required time at the worst endpoint equals ~7400 ps.
- By count the netlist is led by o21ai_0, nand2_1, nor2_1, a21oi_1.
- The total number of yosys warnings is 1.
- The total cell area reported by yosys after synthesis reads around 4200 sq um.
- Measured against the total synthesized area, the mux share comes to 0.01188.
- The via count is 5,020.
- The detailed router reported a total wirelength of around 16,000 um.
- The detail-routed via count per cell reads slightly above 6.
- The count of unresolved DRC violations after routing is 0.
- The met1 global-route usage is 0.4234.
- The synthesized area divided by synthesized cell count reads roughly 6.3 sq um.
- The via count of the first global-routing pass reads between 4,000 and 5,000.
- The wire length of the first global-routing pass is 25,380 um.
- The maximum number of pins on one net before global-route repair is between 60 and 70.
- The initial core utilization is 0.4099.
- The total overflow reported by the global router reads 0.
- The logic area reads 3784 sq um.
- The share of total power dissipated in the clock network is 0.
- Per the synthesis report, the dominant area consumer among library cells is ha_1.
- The post-CTS setup repair buffer count is 0.
- The all-layer global routing usage is 0.2943.
- The total internal power reads between 100 and 150 uW.
- The final count of hold timing violations is 0.
- The total power draw is 277.4 uW.
- The cell with the most instances after synthesis is o21ai_0.
[cells in the final DEF, fill, tap and decap left out, types with 7 or more instances in the layout]
master            n
nor2_1           63
a21oi_1          54
o22ai_1          21
xor2_1            8
a22oi_1           9
o211ai_1         10
clkdlybuf4s50_1  50
ha_1             48
nand2_1          64
xnor2_1          30
buf_4            14
nor2b_1           7
o21ai_0          66
nor3_1           15
inv_1            48
nand3_1          14
a221oi_1         12
[path summary, 6_finish.rpt]
check                    to   startpoint  depth (start not counted)
worst min-delay path   C[0]  FuncCode[1]                          5
worst max-delay path  C[15]         A[2]                         13
[layout make-up]
cell class | instances | area share
repair buffers | 66 | 0.1295
inverters | 49 | 0.03869
multi-input cells | 556 | 0.7960
well taps | 136 | 0.03580
[cell families (layout without fill, tap and decap cells)]
kind of cell	count (synthesis)	after routing
buffers and inverters	108	115
xor gates and xnor gates	38	38
adders and majority gates	50	50
and+or+nand+nor	194	194
AOI/OAI and AO/OA	269	269
muxes	5	5
[per-stage QoR]
| stage | utilization | cells | hold slack [ps] | instance area (sq um) | worst slack, ps |
|---|---|---|---|---|---|
| finish | 0.4625 | 807 | 4788 | 4753 | 1647 |
| global placement | 0.4625 | 807 | 4775 | 4753 | 1741 |
| detailed placement | 0.4625 | 807 | 4774 | 4753 | 1674 |
| floorplan | - | 664 | 3839 | 4213 | 2975 |
| CTS | 0.4625 | 807 | 4782 | 4753 | 1661 |
| global route | 0.4625 | 807 | 4903 | 4753 | 1375 |
[power groups by stage]
stage	sequential (mW)	combinational, mW	clock, mW
4_1_cts	0	0.275	0
6_report	0	0.277	0
5_1_grt	0	0.306	0
[layer usage]
layer	wire, um	vias up
met5	0	-
met4	727	0
met3	1338	49
met2	6832	247
met1	6917	2277
li1	-	2447
[critical path, stage by stage]
cell and delay [ps]:
clkdlybuf4s50_1 730, inv_1 140, ha_1 450, nand2b_1 120
o311ai_1 140, a2111oi_1 520, nand2_1 170, o211a_1 270
o31a_1 300, o21ai_0 330, a211oi_2 110, o32ai_1 140
clkdlybuf4s50_1 510
Power figures rest on the tool's default switching activity, not on a simulated workload.
